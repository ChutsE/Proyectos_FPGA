**design.v**
```verilog
module mul10_t (x,y,z);
	input 			    [9:0]    y,x;
	output             [19:0]    z;
	wire               [19:0]    r0,r1,r2,r3,r4,r5,r6,r7,r8,r9;
	assign r0=y[0]? {10'b0000000000,x}:0;
	assign r1=y[1]? {9'b000000000,x,1'b0}:0;
	assign r2=y[2]? {8'b00000000,x,2'b00}:0;
	assign r3=y[3]? {7'b0000000,x,3'b000}:0;
	assign r4=y[4]? {6'b000000,x,4'b0000}:0;
	assign r5=y[5]? {5'b00000,x,5'b00000}:0;
	assign r6=y[6]? {4'b0000,x,6'b000000}:0;
	assign r7=y[7]? {3'b000,x,7'b0000000}:0;
	assign r8=y[8]? {2'b00,x,8'b00000000}:0;
	assign r9=y[9]? {1'b0,x,9'b000000000}:0;
	assign z=r0+r1+r2+r3+r4+r5+r6+r7+r8+r9;
endmodule 
```
**run.sh**
```bash
#!/bin/bash
# OpenROAD 26Q1-2900-gdf79404cd8, Yosys 0.63+post, stock flow scripts
make -C /OpenROAD-flow-scripts/flow DESIGN_CONFIG=/design/flow/config.mk WORK_HOME=/design/flow/orfs finish
```
**config.mk**
```make
export PLATFORM = sky130hd
export DESIGN_NAME = mul10_t
export DESIGN_NICKNAME = mul10_t
export VERILOG_FILES = /design/flow/design.v
export SDC_FILE = /design/flow/constraint.sdc
export NUM_CORES = 4
export LEC_CHECK = 1
export CORE_UTILIZATION = 30
```
**constraint.sdc**
```tcl
current_design mul10_t

set clk_period 13.8
set clk_io_pct 0.2

create_clock -name clk0 -period $clk_period

set non_clock_inputs [all_inputs -no_clocks]
set_input_delay [expr $clk_period * $clk_io_pct] -clock clk0 $non_clock_inputs
set_output_delay [expr $clk_period * $clk_io_pct] -clock clk0 [all_outputs]
```
==> flow_summary.ini <==
; physical design summary
[status]
status = finished, final reports clean

[synthesis]
top_area_cell = fa_1
avgSynthCellArea_um2 = 9.271
synth_seq_share = 0
yosys_area_um2 = 3171
synth_top_area_share = 0.4167
post_synth_num_cell_types = 38
netlist_area_um2 = 3171
syn_inst = 342
yosys_cells = 342
topCellsByArea = fa_1 42%, ha_1 19%, and2_1 12%, inv_1 7.0%, nand2_1 4.9%
ys_warn_count = 0

[cts]
postCtsSetupBuffers = 0
ctsResizeCount = 0
postCtsHoldBufs = 0

[detailed_routing]
wl_mm = 6.099
routedWlPerCell_um = 11.94
vias_per_cell = 4.593
vias = 2347
drc = 0
antenna_cells = 0
ant_nets = 0
drtPass1Iterations = 4
drt_iter0_markers = 56

[die]
rows = 37
dieArea_um2 = 10980
coreArea_um2 = 10280
die_h_um = 104.8
ios = 40
initCoreUtil = 0.3085
die_w_um = 104.8

[global_route]
grt_pass1_vias = 2175
grt_max_degree = 11
overflow = 0
antenna_found_initial = 0
grt_util_all_layers = 0.1199
grt_pass1_wl_mm = 10.52

[final_timing]
hold_violations = 0
rsz0062_at_grt = no
period_used_share = 0.7801
setup_viol = 0
finalWorstSetupSlack_ns = 3.035
min_period_ns = 10.77
fin_setup_tns_ns = 0
tightest_slew_ns = 0.4293
slew_violations = 0
slew_headroom = 0.7129
fmax_ghz = 0.09289

[critical_path]
crit_path_end_kind = output port
crit_fanout = 10
cp.required_ns = 11.04
start_kind = primary input
cp.arrival_ns = 8.00
crit_type = in2out

[final_layout]
layout_top_cells = 66 x fa_1, 63 x and2_1, 59 x inv_1
lay_top_count = fa_1
flops = 0
area_growth_pct = 17.17
clock_buffers = 0
seqCellArea_um2 = 0
drive_gt1_frac = 0.01333
final_core_utilization = 0.3615
stdcell_count = 511

[power]
pwr-share-comb = 1.000
cellLeakagePower_nw = 1.829
power_switching_uw = 287.2
sequentialPowerShare = 0
clockPowerShare = 0
finalPower_uw = 655.7
power_density_nw_per_um2 = 176.5
switching_share = 0.4380
internal_power_uw = 368.5
vdd_drop_max_v = 0.0001456

[place]
place_ws_ns = 3.013
placed_cells = 511
io_buffer_count = 40
hpwlAfterDp_mm = 5.259
place_congestion = 0.8501

[flow_run]
max-cap-violations = 0
tool_warnings = 32

[min_path]
hold_path_class = in2out
[metrics by stage]
step,cell area [um^2],hold WS [ns]
global route,3715,6.785
global placement,3715,6.719
floorplan,3171,5.592
finish,3715,6.720
detailed placement,3715,6.732
CTS,3715,6.734
[cell usage after synthesis, drive strengths merged (2+ instances only)]
cell type / instances
fa: 66
and2: 63
inv: 59
ha: 49
nand2: 41
xnor2: 11
a21oi: 9
clkbuf: 7
nor2: 5
o21ai: 3
a221oi: 2
mux2i: 2
nor3: 2
nor4: 2
o311ai: 2
[worst max-delay path, cell delays in order]
cell and delay (ns):
clkdlybuf4s50_1 0.61, and2_1 0.28, fa_1 0.53, inv_1 0.05, fa_1 0.55, inv_1 0.06, fa_1 0.50, fa_1 0.49
ha_1 0.31, ha_1 0.37, a21o_1 0.23, a21oi_4 0.20, o311ai_2 0.15, a221oi_2 0.28, xnor2_1 0.14, clkdlybuf4s50_1 0.48
[power by group through the flow]
stage     logic [mW]  registers [mW]  clock network (mW)
6_report       0.656               0                   0
5_1_grt        0.747               0                   0
4_1_cts        0.677               0                   0
[area by class of cell]
type	count	area, um^2
fill	1059	6563
timing repair buffer	40	400.4
multi-input combinational	275	2914
inverter	60	230.2
tap	136	170.2
[cells by family after synthesis]
| group | count (synthesis) | synth area share |
|---|---|---|
| and+or+nand+nor | 118 | 0.1977 |
| adders and majority gates | 115 | 0.6101 |
| buffers and inverters | 67 | 0.08090 |
| AOI/OAI and AO/OA | 28 | 0.07183 |
| xor gates and xnor gates | 12 | 0.03315 |
| muxes | 2 | 0.006314 |
[per-layer routing]
layer  share of wire  global-route usage
met3           0.043            0.008895
met4               0                   0
met1            0.49              0.2006
met5               0                   0
met2            0.47              0.1864
[final timing paths]
path | startpoint | end | slack, ns | depth (start not counted)
worst max-delay path | y[6] | z[19] | 3.04 | 16
worst min-delay path | y[0] | z[0] | 6.72 | 3
No activity file was given, so power comes from the tool's default toggle rates.
