--- ./config.mk ---
export PLATFORM = sky130hd
export DESIGN_NAME = reloj4
export DESIGN_NICKNAME = reloj4
export VERILOG_FILES = /design/flow/design.v
export SDC_FILE = /design/flow/constraint.sdc
export NUM_CORES = 4
export LEC_CHECK = 1
export CORE_AREA = 10 10 106 106
export DIE_AREA = 0 0 116 116
--- ./design.v ---
module crono59m (clk,rst,ctrl,um ,dm, us, ds);
	input                       clk,rst,ctrl;
	output       reg   [3:0]     um,dm,us,ds;
	reg                         maquina;
	parameter         pausa=0, cuenta=1;
	always@(posedge clk)
	begin
		if(rst)
			maquina=pausa;
		else
			case (maquina)
				pausa:
					begin
						if(ctrl)
							maquina=cuenta;
					end
				cuenta:
					begin
						if(ctrl)
							maquina=pausa;
					end
			endcase
	end
	always@(posedge clk)  
	begin
		if(rst) us=0;
		else 
		if(maquina)
		begin
			if(us==9)
				us=0;
			else
				us=us+1;
		end
	end
	always@(posedge clk)  
	begin
		if(rst) ds=0;
		else 
		if(us==9&&maquina)
		begin
			if(ds==5)
				ds=0;
			else
				ds=ds+1;
		end
	end
	always@(posedge clk)  
	begin
		if(rst) um=0;
		else 
		if(ds==5&&us==9&&maquina)
		begin
			if(um==9)
				um=0;
			else
				um=um+1;
		end
	end
	always@(posedge clk)  
	begin
		if(rst) dm=0;
		else 
		if(um==9&&ds==5&&us==9&&maquina)
		begin
			if(dm==5)
				dm=0;
			else
				dm=dm+1;
		end
		if(dm==5&&um==9&&ds==5&&us==9&&maquina) dm=0;
	end
endmodule
module reloj2 (clk,rst,btn4,rac,dis_ctrl,mu,md,hu,hd,clk_d);
	input              [1:0]    rac;
	input								 btn4;
	input					 [3:0]  	 dis_ctrl;
	input                       clk,rst;
	output       reg   [3:0]    mu,hu;
	output       reg   [2:0]    md;
	output       reg   [1:0]    hd;
	output       reg            clk_d;
	reg					 [5:0]    segundos;
	initial
	begin 
		segundos=55;
		mu=9;
		md=5;
		hu=3;
		hd=2;	
	end
	always@(posedge clk)
	begin
			if(segundos==59) segundos=0;
			else             segundos=segundos+1'b1;
	end
	always@(posedge clk)
	begin
		if(rac==0 && btn4 && dis_ctrl==4'b0001 || segundos==59) mu=mu+1'b1;
		if(mu>9) mu=0;	
	end
	always@(posedge clk)
	begin
		if(rac==0 && btn4 && dis_ctrl==4'b0010 || mu==9 && segundos==59) md=md+1'b1;
	   if(md>5)md=0;
	end
	always@(posedge clk)
	begin
		if(rac==0 && btn4 && dis_ctrl==4'b0100 || md==5 && mu==9 && segundos==59) hu=hu+1'b1;
		if(hu>9)hu=0;
		if(hd==2 && hu==4)hu=0;
	end
	always@(posedge clk)
	begin
		clk_d=0;
		if(rac==0 && btn4 && dis_ctrl==4'b1000 || hu==3 && md==5 && mu==9 && segundos==59) hd=hd+1'b1;
		if(hd>2) begin hd=0; clk_d=1; end
	end
endmodule
module reloj4 (clk,rst,btn1,btn2,us,ds,um,dm);
	input                       clk,rst,btn1,btn2;
	output             [3:0]    us,ds,um,dm;
	wire					 [3:0]    reloj_us,reloj_ds,reloj_um,reloj_dm,
										 crono_us,crono_ds,crono_um,crono_dm; 
	reg								 maquina;
	parameter				reloj=0,cronometro=1;
	assign us=(maquina==reloj)? reloj_us:crono_us;
	assign ds=(maquina==reloj)? reloj_ds:crono_ds;
	assign um=(maquina==reloj)? reloj_um:crono_um;
	assign dm=(maquina==reloj)? reloj_dm:crono_dm;
	reloj2    x0   (clk,rst,reloj_us,reloj_ds,reloj_um,reloj_dm);
	crono59m  x1   (clk,rst,btn2,crono_um,crono_dm,crono_us,crono_ds);
	always@(posedge clk)
	begin
		if(rst)
			maquina=reloj;
		else
			case(maquina)
				reloj:
					if(btn1)
						maquina=cronometro;
				cronometro:
					if(btn1)
						maquina=reloj;
			endcase
	end
endmodule
--- ./run.sh ---
#!/bin/bash
# OpenROAD 26Q1-2900-gdf79404cd8, Yosys 0.63+post, stock flow scripts
make -C /OpenROAD-flow-scripts/flow DESIGN_CONFIG=/design/flow/config.mk WORK_HOME=/design/flow/orfs finish
--- ./constraint.sdc ---
current_design reloj4

set clk_period 2.7
set clk_io_pct 0.2

create_clock -name clk0 -period $clk_period [get_ports {clk}]

set non_clock_inputs [all_inputs -no_clocks]
set_input_delay [expr $clk_period * $clk_io_pct] -clock clk0 $non_clock_inputs
set_output_delay [expr $clk_period * $clk_io_pct] -clock clk0 [all_outputs]
==> results.sh <==
# source this file to load flow results
export IMPL_status="finished clean"
export IMPL_cp_end_kind="output port"
export IMPL_cts_resized=0
export IMPL_p_seq_frac=0.503
export IMPL_dp_hpwl_um=1970
export IMPL_areaGrowthSynthToFinish_pct=35.7
export IMPL_wl_per_cell_um=9.83
export IMPL_cts_htree_levels=1
export IMPL_lay_top_count="dfxtp_1"
export IMPL_clkLatencyLatePin_ns=0.26
export IMPL_design_portCount=20
export IMPL_dieArea_um2=13500
export IMPL_drtPass1Iterations=4
export IMPL_clock_fmax_mhz=497
export IMPL_antenna_cells=0
export IMPL_simple_gate_area_frac=0.297
export IMPL_p_int_mw=0.551
export IMPL_ir_worst_vdd_mv=0.147
export IMPL_syn_inst=131
export IMPL_drive_above_1_share=0.0596
export IMPL_tool_warnings=26
export IMPL_min_period_ns=2.01
export IMPL_vias=923
export IMPL_rsz0062_at_grt="false"
export IMPL_clock_sinks=22
export IMPL_pwr_share_comb=0.051
export IMPL_antenna_found_initial=0
export IMPL_grt_ovfl_total=0
export IMPL_p_leak_nw=0.443
export IMPL_drt_wl_total_um=2550
export IMPL_topCellsByArea="dfxtp_1 (40%), nor2_1 (6.2%), xnor2_1 (4.8%)"
export IMPL_finalHoldViolations=0
export IMPL_crit_required_ns=2.16
export IMPL_cp_arrival_ns=1.47
export IMPL_xor_share=0.0724
export IMPL_ctsHoldBuffers=0
export IMPL_switching_power_mw=0.128
export IMPL_fin_area_um2=1480
export IMPL_grt_pass1_wl_um=4040
export IMPL_synthTopLogicFamily="simple AND/OR/NAND/NOR gates"
export IMPL_vias_per_cell=3.56
export IMPL_core_util_floorplan=0.123
export IMPL_cts_tree="built"
export IMPL_synth_top_area_share=0.405
export IMPL_setup_viol=0
export IMPL_grt_max_degree=20
export IMPL_n_fill_cell=999
export IMPL_cts_setup_buffers=0
export IMPL_die_h_um=116
export IMPL_adder_share=0.0230
export IMPL_p_clk_frac=0.446
export IMPL_setup_tns_ns=0
export IMPL_yosysWarnings=17
export IMPL_place_area_um2=1410
export IMPL_ys_flops=22
export IMPL_p_per_area_nw_per_um2=460
export IMPL_clockBufferDepth=2
export IMPL_finClkSkew_ns=0.00348
export IMPL_yosysCellCount=131
export IMPL_synthMuxAreaShare=0.0391
export IMPL_cts_buffers_inserted=3
export IMPL_maxCapViolations=0
export IMPL_yosysTopAreaCell="dfxtp_1"
export IMPL_clk_pin_slew_worst_paths_ns=0.08
export IMPL_lay_top_cells="dfxtp_1 (22), clkdlybuf4s50_1 (19), nor2_1 (18)"
export IMPL_grt_pass1_vias=817
export IMPL_drc_errors=0
export IMPL_drtAntennaViolNets=0
export IMPL_synth_area_um2=1090
export IMPL_synthDistinctLibCells=33
export IMPL_port_buffers=19
export IMPL_ys_sh_aoi=0.123
export IMPL_min_path_type="reg -> reg"
export IMPL_crit_fanout=7
export IMPL_cp_start_kind="flop"
export IMPL_cts_root_buffer="clkbuf_8"
export IMPL_tightest_slew_ns=0.451
export IMPL_dr_first_iter_drc_count=84
export IMPL_dpl_cell_count=255
export IMPL_p_sw_frac=0.188
export IMPL_avgSynthCellArea_um2=8.31
export IMPL_die_x_um=116
export IMPL_rows=34
export IMPL_slew_viol_final=0
export IMPL_yosysChipArea_um2=1090
export IMPL_holdWs_ns=0.479
export IMPL_slew_headroom=0.697
export IMPL_min_period_over_period=0.746
export IMPL_gp_congestion=0.760
export IMPL_critPathKind="reg -> out"
export IMPL_final_cells=259
export IMPL_grt_util_all_layers=0.0364
export IMPL_yosysSeqAreaShare=0.405
export IMPL_coreArea_um2=8850
==> per-stage QoR <==
step | util | setup WS [ns] | total power [mW]
2_1_floorplan | - | 1.10 | 0.363
5_1_grt | 0.167 | 0.616 | 0.714
6_report | 0.167 | 0.687 | 0.679
3_3_place_gp | 0.159 | 0.920 | 0.384
4_1_cts | 0.167 | 0.670 | 0.690
3_5_place_dp | 0.159 | 0.930 | 0.384
==> path summary, 6_finish.rpt <==
kind,start,endpoint,slack [ns],depth (start not counted)
setup / recovery,maquina,dm[2],0.69,2
hold / removal,x0.mu[0],x0.mu[0],0.48,1
setup reg to reg,x1.ds[2],x1.dm[3],1.00,4
hold reg to reg,x0.mu[0],x0.mu[0],0.48,1
==> worst max-delay path: stages, from the launching register on <==
cell,delay (ns)
dfxtp_1,0.45
mux2_2,0.36
clkdlybuf4s50_1,0.41
==> flip-flops by register name, summed over array words and instances (netlist names) <==
register,flops
x1.um,4
x1.us,4
x1.ds,4
x1.maquina,1
maquina,1
x1.dm,4
x0.mu,4
==> synthesized netlist by cell type, drive strengths merged <==
library cell,count
a21oi,9
o31ai,1
xor2,3
o22ai,2
o21ai,8
clkbuf,4
a311oi,1
nor3,3
nand4b,3
nor2,18
ha,2
or3b,1
a31oi,2
mux2,2
xnor2,6
nor2b,3
mux2i,2
inv,8
nand2b,4
nand3,3
nand4bb,1
nor3b,1
and4b,1
nor4bb,1
nor4,2
nand3b,3
dfxtp,22
or3,1
a21o,1
nand2,10
nand4,2
or4,1
==> cells by family (layout without fill, tap and decap cells) <==
| logic type | after synthesis | after routing |
|---|---|---|
| AOI/OAI and AO/OA | 24 | 24 |
| xor gates and xnor gates | 9 | 9 |
| muxes | 4 | 4 |
| DFF | 22 | 22 |
| adders and majority gates | 2 | 2 |
| and+or+nand+nor | 58 | 58 |
| buffers and inverters | 12 | 32 |
==> cell type report <==
| type | instances | area (um^2) | share of cell area |
|---|---|---|---|
| repair buffers | 20 | 198 | 0.134 |
| clock buffers | 3 | 41.3 | 0.0279 |
| inverters | 8 | 30.0 | 0.0203 |
| clock inverters | 1 | 30.0 | 0.0203 |
| multi-input cells | 97 | 603 | 0.408 |
| flip-flops and latches | 22 | 440 | 0.298 |
| well taps | 108 | 135 | 0.0914 |
==> metal layers <==
layer  track usage  up-vias  wire [um]
met5             0        -          0
met2        0.0592       25       1160
met4       0.00751        0         46
met1        0.0516      400       1260
met3       0.00314        2         80
li1              -      496          -
==> power by group through the flow <==
stage | sequential [mW] | clock [mW] | combinational [mW]
after CTS | 0.341 | 0.313 | 0.0357
after global routing | 0.344 | 0.332 | 0.0382
final | 0.341 | 0.303 | 0.0349
Power figures rest on the tool's default switching activity, not on a simulated workload.
