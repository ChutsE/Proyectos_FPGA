`flow/config.mk`:
```
export PLATFORM = sky130hd
export DESIGN_NAME = cont99
export DESIGN_NICKNAME = cont99
export VERILOG_FILES = /design/flow/design.v
export SDC_FILE = /design/flow/constraint.sdc
export NUM_CORES = 4
export LEC_CHECK = 1
export CORE_UTILIZATION = 50
```
`flow/constraint.sdc`:
```
current_design cont99

set clk_period 3.0
set clk_io_pct 0.2

create_clock -name clk0 -period $clk_period [get_ports {clk}]

set non_clock_inputs [all_inputs -no_clocks]
set_input_delay [expr $clk_period * $clk_io_pct] -clock clk0 $non_clock_inputs
set_output_delay [expr $clk_period * $clk_io_pct] -clock clk0 [all_outputs]
```
`flow/design.v`:
```
module cont9 (clk,rst,ctrl,sal);
	input                       clk,rst,ctrl;
	output       reg   [3:0]         sal;
	reg					 [25:0]   contador;
	reg                         clk2;
	always@(posedge clk)
	begin
		if(rst)
			begin
			contador=0;
			clk2=0;
			end
		else
			if(contador==49999999)
				begin
				contador=0;
				clk2=0;
				end
			else
				begin
				contador=contador+1;
				clk2=1;
				end
	end
	always@(posedge clk2)  
	begin
	if(rst) sal=0;
	else
	begin
		if(!ctrl)
			begin
				sal=sal+1;
				if(sal==10) sal=0;
			end
		else 
			begin
				sal=sal-1;
				if(sal==15) sal=9;
			end
		end
	end
endmodule
module cont99 (clk,rst,ctrl,u,d,c);
	input                       clk,rst,ctrl;
	output       	    [3:0]    u,d,c;
	reg                         clk2,clk3;               
		cont9    x0          (.clk(clk),.rst(rst),.ctrl(ctrl),.sal(u)); 	
		cont9    x1          (.clk(clk2),.rst(rst),.ctrl(ctrl),.sal(d)); 	
		cont9    x2          (.clk(clk3),.rst(rst),.ctrl(ctrl),.sal(c)); 
	always@(posedge clk)  
	begin
		case(u)
			9 : clk2=1;
			default clk2=0;
		endcase
	end
	always@(posedge clk2)
	begin
		case(d)
			9 : clk3=1;
			default clk3=0;
		endcase
	end
endmodule
```
`flow/run.sh`:
```
#!/bin/bash
# OpenROAD 26Q1-2900-gdf79404cd8, Yosys 0.63+post, stock flow scripts
make -C /OpenROAD-flow-scripts/flow DESIGN_CONFIG=/design/flow/config.mk WORK_HOME=/design/flow/orfs finish
```
==> results.json <==
{
  "status": "complete, no violations",
  "common_cells": "dfxtp_1 (95), nor2_1 (82), xor2_1 (48)",
  "routabilityCongestion": 0.8442,
  "finClkSkew_ns": 0.004548,
  "worstPathMaxFanout": 24,
  "end_kind": "flip-flop",
  "use_met2": 0.2665,
  "post_drt_wl_per_cell_um": 11.85,
  "area_growth_pct": 5.076,
  "tightest_slew_ns": 0.7917,
  "top_usage_layer": "met1",
  "cpPeakStageDelay_ns": 0.53,
  "hold_violations": 0,
  "hpwlAfterDp_um": 5347,
  "grt-ovfl-total": 0,
  "num_antenna_cells": 0,
  "final_core_util": 0.5435,
  "fin_ws_ns": 0.9908,
  "slew_headroom": 0.4715,
  "peakVddDrop_v": 0.0003652,
  "ios": 15,
  "use_met3": 0.009559,
  "core_area_sq_mm": 0.008721,
  "hp-class": "reg2reg",
  "detail-route-antenna-nets": 0,
  "fmax_ghz": 0.4977,
  "antenna_found_initial": 0,
  "vias": 3272,
  "num-fill-cells": 805,
  "synth_warnings": 2,
  "finalNonFillerCells": 620,
  "yosysChipArea_sq_mm": 0.004511,
  "flop_cell": "dfxtp_1",
  "drive_above_1_share": 0.03906,
  "crit_family": "simple AND/OR/NAND/NOR gates",
  "power.density_mw_per_mm2": 135.2,
  "ctsResizeCount": 0,
  "synth_flops": 95,
  "untimed_endpoints": 80,
  "viasPerCell": 5.277,
  "leakage_nw": 1.680,
  "finalMaxSlewViolations": 0,
  "synth_async_sr_flop_share": 0,
  "drc_errors": 0,
  "synth_stat.cells": 511,
  "period_used_share": 0.6697,
  "cp.required_ns": 3.17,
  "edf_count": 0,
  "synth_area_sq_mm": 0.004511,
  "clk_latency_ns": 0.27,
  "cts_setup_buffers": 0,
  "cts_hold_buf": 0,
  "worst-path-buf-inv": 1,
  "unclocked_pins": 67,
  "area_leaders": "dfxtp_1 (42%), xor2_1 (9.3%), nor2_1 (6.8%)",
  "cts_max_path_buffers": 2,
  "grt_use_met1": 0.2753,
  "drt-total-wl_um": 7349,
  "cts.clk_slew.worst_paths_ns": 0.08,
  "synth_top_cell_by_count": "dfxtp_1",
  "track_usage": 0.1673,
  "setup_violations": 0,
  "path_class": "reg2reg",
  "core_util_floorplan": 0.5172,
  "cts_tree": "built",
  "cpMaxStageDelayCell": "or4_1",
  "max_cap_violations": 0,
  "tool_warnings": 31,
  "whs_ns": 0.4768,
  "dp.cells": 617,
  "yosys.area.top_type_share": 0.4216,
  "first_iter_violations": 52,
  "die_h_um": 96.98,
  "critPathLaunchType": "flip-flop",
  "setup_tns_ns": 0,
  "h-tree-depth": 1,
  "synth_seq_share": 0.4216,
  "synth_cell_types": 51,
  "largest_area_cell": "dfxtp_1",
  "avgSynthCellArea_sq_um": 8.827,
  "layout_min_cycle_time_ns": 2.009,
  "first_global_vias": 2993,
  "grt_pass1_wl_um": 13320,
  "grt_max_degree": 29,
  "arrival_ns": 2.18,
  "dp_slack_ns": 0.9942,
  "io_buffers": 14,
  "chipArea_sq_mm": 0.009405,
  "rsz0062_at_grt": "false",
  "crit_chain": "or4_1, nor4b_2, a41o_2, inv_2, and2_4",
  "clock-root-buffer": "clkbuf_8",
  "rows": 34,
  "firstDrtPassIters": 4,
  "cts_made_buffers": 3,
  "die_w_um": 96.98,
  "synthCells": 511
}
==> power by group <==
| group | internal [mW] | switching, mW |
|---|---|---|
| combinational | 0.0205 | 0.0369 |
| clock | 0.0899 | 0.103 |
| sequential | 0.383 | 0.00699 |
==> path summary, 6_finish.rpt <==
| path | cells past startpoint | slack, ns | endpoint | from |
|---|---|---|---|---|
| setup reg to reg | 5 | 0.99 | x0.contador[1] | x0.contador[16] |
| hold / removal | 1 | 0.48 | x0.contador[0] | x0.contador[0] |
| setup / recovery | 5 | 0.99 | x0.contador[1] | x0.contador[16] |
| hold reg to reg | 1 | 0.48 | x0.contador[0] | x0.contador[0] |
==> registers in the layout, indices dropped and copies added (netlist names) <==
signal	count
x2.contador	26
clk3	1
x1.contador	26
x2.sal	4
x0.clk2	1
x0.contador	26
clk2	1
x2.clk2	1
x1.sal	4
x1.clk2	1
x0.sal	4
==> cell usage in the layout, fill, tap and decap left out, drive strengths merged, types with 13 or more instances in the layout <==
cell type | synthesis | layout
nor3 | 14 | 14
inv | 20 | 20
nand4 | 24 | 24
xnor2 | 27 | 27
o21ai | 13 | 13
nand2 | 33 | 33
nand3 | 32 | 32
clkdlybuf4s50 | 0 | 14
dfxtp | 95 | 95
nor2 | 82 | 82
xor2 | 48 | 48
==> stage by stage <==
stage	power (mW)	instance area [sq um]
3_5_place_dp	0.4569	4698
2_1_floorplan	0.4434	4511
6_report	0.6406	4740
4_1_cts	0.6491	4740
5_1_grt	0.6720	4740
3_3_place_gp	0.4569	4698
==> metal layers <==
layer | up-vias | routed length, um
met5 | - | 0
met4 | 0 | 23
met3 | 2 | 107
met2 | 24 | 3174
met1 | 1493 | 4044
li1 | 1753 | -
==> kinds of logic after synthesis <==
kind of cell	Yosys count	share of synthesized area
DFF	95	0.4216
AOI/OAI and AO/OA	46	0.06602
and+or+nand+nor	244	0.2932
buffers and inverters	39	0.04022
adders and majority gates	12	0.03329
xor gates and xnor gates	75	0.1456
==> area by class of cell <==
cell class / instances / area (sq um) / share of cell area
inverters: 21 / 78.83 / 0.01663
flip-flops and latches: 95 / 1902 / 0.4013
clock buffers: 3 / 41.29 / 0.008712
multi-input cells: 377 / 2427 / 0.5121
well taps: 108 / 135.1 / 0.02851
repair buffers: 16 / 155.1 / 0.03273
No activity file was given, so power comes from the tool's default toggle rates.
